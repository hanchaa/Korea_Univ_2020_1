==> ./design.v <==
module cla_gen (P, G, C0, C);
parameter W = 4;
input [W-1:0] P, G;
input C0;
output [W:0] C;
assign C[0] = C0;
genvar i;
generate
    for (i = 0; i < W; i = i + 1)
    begin: cla_gen
        assign C[i + 1] = G[i] | (P[i] & C[i]);
    end
endgenerate
endmodule
module addsub_cla (A, B, S, C, M, V);
parameter W = 4;
input [W-1:0] A, B;
output [W-1:0] S;
output C;
input M;
output V;
wire [W-1:0] P, G;
wire [W:0] Carry; 
assign P[W-1:0] = A[W-1:0] ^ (B[W-1:0] ^ {W{M}});
assign G[W-1:0] = A[W-1:0] & (B[W-1:0] ^ {W{M}});
assign S[W-1:0] = P[W-1:0] ^ Carry[W-1:0];
cla_gen #(.W(W)) CLAGEN(.P(P), .G(G), .C0(M), .C(Carry));
assign C = Carry[W];
assign V = Carry[W] ^ Carry[W-1];
endmodule
==> ./run.sh <==
#!/bin/bash
# OpenROAD 26Q1-2900-gdf79404cd8, Yosys 0.63+post, stock flow scripts
make -C /OpenROAD-flow-scripts/flow DESIGN_CONFIG=/design/flow/config.mk WORK_HOME=/design/flow/orfs finish
==> ./config.mk <==
export PLATFORM = sky130hd
export DESIGN_NAME = addsub_cla
export DESIGN_NICKNAME = addsub_cla
export VERILOG_FILES = /design/flow/design.v
export SDC_FILE = /design/flow/constraint.sdc
export NUM_CORES = 4
export LEC_CHECK = 1
export CORE_AREA = 10 10 70 70
export DIE_AREA = 0 0 80 80
==> ./constraint.sdc <==
current_design addsub_cla

set clk_period 3.6
set clk_io_pct 0.2

create_clock -name clk0 -period $clk_period

set non_clock_inputs [all_inputs -no_clocks]
set_input_delay [expr $clk_period * $clk_io_pct] -clock clk0 $non_clock_inputs
set_output_delay [expr $clk_period * $clk_io_pct] -clock clk0 [all_outputs]
==> run_results.csv <==
group,metric,value,unit
drt,postRouteAntennaNets,0,
final_layout,final_core_util,12.2,%
power_and_ir_drop,power,74.1,µW
synth,top_logic_kind,"adder cells",
status,outcome,"finished, final reports clean",
synth,ys_cells,14,
drt,wl,659,µm
critical_path,path_common_cell,"fa_2",
grt,grt_max_degree,4,
power_and_ir_drop,pwr-share-comb,100.0,%
synth,synth.area.top_cells,"fa_1 45%, xnor2_1 20%, inv_1 14%, xor2_1 13%, mux2i_1 7.5%",
floorplan,rows,21,
power_and_ir_drop,ir_drop,43.1,µV
critical_path,end_kind,"output port",
hold_path,hold_class,"primary input to output port",
critical_path,worstPathCellList,"dlygate4sd2_1, mux2i_2, fa_2, fa_2, inv_2, fa_2, dlygate4sd2_1",
final_layout,fillers,397,
power_and_ir_drop,swShare,31.7,%
floorplan,num_io_pins,15,
timing,post-route-period-util,95.4,%
drt,drt_iter0_markers,0,
timing,fmax,0.291,GHz
hold_path,holdPathStages,4,
timing,holdWs,2150,ps
timing,slew_violations,0,
synth,simple_gate_share,0,%
power_and_ir_drop,p_seq_share,0,%
grt,gr-total-overflow,0,
floorplan,die_width,80,µm
floorplan,dieArea,6400,µm²
job,max-cap-violations,0,
final_layout,area_growth_syn_to_layout,215,%
synth,mux_share,7.55,%
critical_path,cp_max_fo,3,
timing,tightest_slew,221,ps
drt,routed_via_density,1.94,
critical_path,max_stage_delay,410,ps
timing,rsz0062_at_grt,"false",
critical_path,worst_ep_required_time,2880,ps
timing,fin_crit,3430,ps
critical_path,cp-start-kind,"primary input",
synth,aoi_share,0,%
drt,vias,159,
grt,antenna_found_initial,0,
synth,synthesis.instances,14,
critical_path,arrival,2710,ps
final_layout,clock_buffers,0,
floorplan,core_util_floorplan,3.88,%
critical_path,critPathKind,"primary input to output port",
timing,hold_viol,0,
drt,wl_per_cell,8.04,µm
final_layout,logic_area,140,µm²
synth,yosysTopAreaCell,"fa_1",
synth,fa_ha_area_share,45.3,%
placement,placed_cell_area,378,µm²
power_and_ir_drop,power_density,177,nW/µm²
synth,ys_seq_share,0,%
critical_path,crit_buf_inv,3,
final_layout,seqCellArea,0,µm²
final_layout,flops,0,
final_layout,fin_area,418,µm²
final_layout,drive_gt1_share,38.9,%
grt,grt_usage,2.04,%
critical_path,crit_end,"S[3]",
job,openroad.warnings,32,
synth,synth-xor-area-share,33.0,%
timing,setup_violations,0,
grt,grt_pass1_vias,182,
grt,grt_pass1_wl,1.01,mm
synth,ys_area,133,µm²
drt,drtPass1Iterations,1,
power_and_ir_drop,p_int,50.6,µW
floorplan,die_h,80,µm
placement,dpl_worst_slack,-236,ps
power_and_ir_drop,clkPwrFrac,0,%
placement,port_buffers,15,
synth,synth_top_cell_by_count,"inv_1",
timing,relSlewSlack,85.2,%
hold_path,holdCritStartpoint,"A[0]",
synth,synth_area,133,µm²
synth,top_area_share,45.3,%
critical_path,crit_slowest_cell,"fa_2",
timing,setup_slack,167,ps
critical_path,crit_cells,7,
synth,top_cells_by_count,"5 x inv_1, 3 x fa_1, 3 x xnor2_1, 2 x xor2_1, 1 x mux2i_1",
critical_path,cpLargestDelayFamily,"adder cells",
power_and_ir_drop,p_leak,0.193,nW
power_and_ir_drop,switching_power,23.5,µW
floorplan,core-area,3420,µm²
drt,drc_errors,0,
synth,syn_avg_cell_area,9.47,µm²
placement,globalplace.congestion,0.778,
placement,dp_cells,80,
drt,n_antenna_cell,0,
synth,yosysWarnings,0,
timing,tns,0,ps
final_layout,instances_no_fill,82,
synth,ys_types,5,
critical_path,crit_path_start,"M",
[placed cells by master (no fill, tap or decap)]
| master | n |
|---|---|
| buf_4 | 7 |
| clkdlybuf4s50_1 | 8 |
| dlygate4sd2_1 | 5 |
| dlymetal6s2s_1 | 2 |
| fa_2 | 3 |
| inv_1 | 4 |
| inv_2 | 1 |
| mux2i_2 | 1 |
| xnor2_1 | 1 |
| xnor2_2 | 2 |
| xor2_1 | 2 |
[cell type report]
type                       instances  share of cell area, %
timing repair buffer              22                   48.2
multi-input combinational          9                   33.5
tap                               46                   13.8
inverter                           5                   4.49
[power groups by stage]
stage	Clock (mW)	Combinational [mW]	Sequential, mW
6_report	0	0.0741	0
5_1_grt	0	0.0840	0
4_1_cts	0	0.0708	0
[tightest hold or removal path, stage by stage]
cell	delay [ps]
dlymetal6s2s_1	120
buf_4	120
xor2_1	50
clkdlybuf4s50_1	420
[per-layer routing]
metal	share of wire (%)	global-route usage, %	vias to the layer above
li1	-	-	82
met1	56	3.41	64
met2	24	2.01	13
met3	20	1.36	0
met4	0	0	0
met5	0	0	-
[cell families (layout without fill, tap and decap cells)]
family | Yosys count | after routing
XOR/XNOR | 5 | 5
multiplexers | 1 | 1
buffers and inverters | 5 | 27
adder cells (fa/ha/maj) | 3 | 3
[repair_timing]
item | CTS | global route
hold buffers | 0 | 0
gates resized | 11 | 3
setup buffers | 0 | 2
setup endpoints to repair | 3 | 1
pin swaps | 0 | 3
[worst min-delay path by stage]
stage,endpoint
CTS,S[0]
global route,S[0]
finish,S[0]
Power figures rest on the tool's default switching activity, not on a simulated workload.
