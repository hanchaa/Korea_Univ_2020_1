`flow/config.mk`:
```
export PLATFORM = sky130hd
export DESIGN_NAME = huffman_decoder
export DESIGN_NICKNAME = huffman_decoder
export VERILOG_FILES = /design/flow/design.v
export SDC_FILE = /design/flow/constraint.sdc
export NUM_CORES = 4
export LEC_CHECK = 1
export CORE_AREA = 10 10 70 70
export DIE_AREA = 0 0 80 80
```
`flow/constraint.sdc`:
```
current_design huffman_decoder

set clk_period 1.7
set clk_io_pct 0.2

create_clock -name clk0 -period $clk_period [get_ports {clk}]

set non_clock_inputs [all_inputs -no_clocks]
set_input_delay [expr $clk_period * $clk_io_pct] -clock clk0 $non_clock_inputs
set_output_delay [expr $clk_period * $clk_io_pct] -clock clk0 [all_outputs]
```
`flow/design.v`:
```
module huffman_decoder(
    input x,
    output [2:0] y,
    input clk,
    input reset
);
reg [3:0] present_state;
reg [3:0] next_state;
parameter state_t0 = 4'b0000, state_A = 4'b0001, state_B = 4'b0010, state_C = 4'b0011, state_D = 4'b0100, state_E = 4'b0101, state_F = 4'b0110, state_t1 = 4'b0111, state_t2 = 4'b1000, state_t3 = 4'b1001, state_t4 = 4'b1010;
always @(posedge reset or posedge clk)
begin
    if(reset == 1'b1)
        present_state <= state_t0;
    else
        present_state <= next_state;
end
always @(*)
begin
    case (present_state)
    state_t0: if(x) next_state = state_t1; else next_state = state_A;
    state_A: if(x) next_state = state_t1; else next_state = state_A;
    state_B: if(x) next_state = state_t1; else next_state = state_A;
    state_C: if(x) next_state = state_t1; else next_state = state_A;
    state_D: if(x) next_state = state_t1; else next_state = state_A;
    state_E: if(x) next_state = state_t1; else next_state = state_A;
    state_F: if(x) next_state = state_t1; else next_state = state_A;
    state_t1: if(x) next_state = state_t3; else next_state = state_t2;
    state_t2: if(x) next_state = state_B; else next_state = state_C;
    state_t3: if(x) next_state = state_D; else next_state = state_t4;
    state_t4: if(x) next_state = state_E; else next_state = state_F;
    default: next_state = 4'bxxxx;
    endcase
end
assign y[2] = (present_state[2] & ~present_state[1]) | (present_state[2] & ~present_state[0]);
assign y[1] = (~present_state[3] & ~present_state[2] & present_state[1]) | (~present_state[3] & present_state[1] & ~present_state[0]);
assign y[0] = (~present_state[3] & ~present_state[2] & present_state[0]) | (~present_state[3] & ~present_state[1] & present_state[0]);
endmodule
```
`flow/run.sh`:
```
#!/bin/bash
# OpenROAD 26Q1-2900-gdf79404cd8, Yosys 0.63+post, stock flow scripts
make -C /OpenROAD-flow-scripts/flow DESIGN_CONFIG=/design/flow/config.mk WORK_HOME=/design/flow/orfs finish
```
==> run notes <==
Reports from this run.

- The areal power density over the cells is 1170 nW/µm².
- Setup repair after global routing left no endpoint under its margin.
- The number of max-cap violations is 0.
- The synthesized netlist cell count is 32.
- The insertion delay of the later-clocked pin in the worst-skew pair is 0.23 ns.
- The fraction of final layout cells with drive strength greater than 1 is 0.469.
- The via density per instance is around 3.3.
- The hold buffer count at cts reads 0.
- The total antenna diodes in the routed design reads 0.
- Clock-pin slew was measured on the worst setup and hold paths at 0.04 ns.
- The DRC violation count after routing reads 0.
- The number of max-slew violations in the final report reads 0.
- The data required time at the worst endpoint is between 1 and 1.5 ns.
- The buffer type at the clock tree root is sky130_fd_sc_hd__clkbuf_4.
- For this block, the initial DRC count from the detailed router was 15.
- The largest registers in the layout are present_state: 4 flops.
- The wire length after detailed routing is 800 µm.
- The register bank with the most flops is present_state.
- The worst setup skew after layout is 0.00204 ns.
- The average wire length per cell after detail routing is 8.42 µm.
- The count of nets left with antenna violations after detail routing reads 0.
- The total setup violations reported at the end of the flow is 0.
- The number of different library cells in the post-synthesis netlist reads 21.
- The clock tree buffer depth reads 2.
- The count of placed standard cells including taps is 85.
- Entering global routing, the biggest net connects 8 pins.
- The number of top-level pins reads 6.
- The via count of the first global-routing pass is ~300.
- The TritonCTS sink count reads 4.
- The synthesis-stage register bit count is 4.
- The post-synthesis cell count from yosys reads 32.
- The post-route fraction of the period consumed by the critical path reads 0.951.
- The cell accounting for the most synthesized area reads sky130_fd_sc_hd__dfrtp_1.
- The number of warnings reported in the stage logs is 25.
- The synthesis-to-finish area growth reads 74.9%.
- The worst setup slack before clock tree synthesis reads 0.129 ns.
- The number of non-filler instances in the completed layout reads around 95.
- Per the timing report, the achievable frequency comes out to 0.619 GHz.
- In this run the number of H-tree levels came out at 1.
- The endpoint kind of the worst setup timing path reads an output port.
- The total number of placement rows is 21.
- Measured against its own limit, the worst slew margin works out to 0.818.
- The flip-flop count of the largest register, all copies and words added reads 4.
- The setup TNS is 0 ns.
- The first TritonRoute pass finished after 4 iterations.
- The HPWL reported at the end of detailed placement is 494 µm.
- The path class of the lowest-slack min-delay path is input port to async pin.
- The largest fanout on the critical path is 5.
- The synthesized chip area reported by yosys reads 289 µm².
- The post-synth design cell area is 289 µm².
- The final estimated routing congestion in global placement reads approximately 0.80.
- The number of warnings issued by yosys is 1.
- The global-route usage over all layers is 0.0236.
- The pin slew with the least headroom to its limit reads about 0.27 ns.
- Input and output buffers added on the ports amount to 5.
- The initial antenna violation count is 0.
- The total via count after detailed routing is 318.
- The total core area is around 3400 µm².
- The floorplan step set the die height to 80 µm.
- The first-pass GRT wire length reads 1270 µm.
- The final core utilization is 0.148.
- The area fraction of the largest cell type after synthesis is 0.346.
- The post-layout minimum cycle time is 1.62 ns.
- By area the synthesized netlist is led by sky130_fd_sc_hd__dfrtp_1 35%, sky130_fd_sc_hd__a211oi_1 7.8%, sky130_fd_sc_hd__nand3b_1 7.8%, sky130_fd_sc_hd__a2111oi_2 5.2%, sky130_fd_sc_hd__nand2b_4 4.8%.
- The clock tree from TritonCTS reads done.
- The class of the most critical setup path is flop to output port.
- The leakage dissipation is 0.214 nW.
- Hold-check failures listed in the final report amount to 0.
- STA classifies the critical path startpoint as a flop.
- Clock tree synthesis inserted a total of 3 buffers.
- The worst path meets setup with 0.0836 ns of slack.
- The chip occupies 6400 µm².
- A synthesized cell averages between 9 and 10 µm².
- The horizontal die dimension is roughly 80 µm.
- The floorplan step records an initial core utilization of 0.0846.
- The maximum VDD drop reads 0.202 mV.
- The run finished with clean final reports.
- At the worst endpoint, the arrival time is 1.28 ns.
- The global route stage reports its total congestion overflow as 0.
- The register area share after synthesis is 0.346.
worst max-delay path, stage by stage (launching register included):
cell and delay, ns:
sky130_fd_sc_hd__dfrtp_2 0.42, sky130_fd_sc_hd__a21boi_1 0.14, sky130_fd_sc_hd__clkdlybuf4s50_1 0.48
layout by cell type, fill, tap and decap left out, drive strengths merged, types with 2 or more instances in the layout:
master / count
nand3b: 3
a211oi: 3
buf: 11
inv: 3
clkbuf: 3
dfrtp: 4
nor2: 3
nand2b: 2
a21oi: 3
clkdlybuf4s50: 3
cells by family (layout without fill, tap and decap cells):
| logic type | Yosys count | after routing | synth area share |
|---|---|---|---|
| mux | 1 | 1 | 0.0346 |
| compound gates | 10 | 10 | 0.260 |
| buf+inv | 5 | 22 | 0.0952 |
| flops | 4 | 4 | 0.346 |
| simple gates | 12 | 12 | 0.264 |
synth_stat cells:
library cell and count:
sky130_fd_sc_hd__nand3b_1 3, sky130_fd_sc_hd__inv_1 2, sky130_fd_sc_hd__nand2_1 1, sky130_fd_sc_hd__and2b_1 1
sky130_fd_sc_hd__a21oi_1 2, sky130_fd_sc_hd__nor2_1 3, sky130_fd_sc_hd__nor3_1 1, sky130_fd_sc_hd__a211oi_1 3
sky130_fd_sc_hd__mux2i_1 1, sky130_fd_sc_hd__a21oi_2 1, sky130_fd_sc_hd__inv_2 1, sky130_fd_sc_hd__a2111oi_2 1
sky130_fd_sc_hd__or3_1 1, sky130_fd_sc_hd__nand2b_1 1, sky130_fd_sc_hd__buf_2 1, sky130_fd_sc_hd__o21ai_0 1
sky130_fd_sc_hd__nand2b_4 1, sky130_fd_sc_hd__a21boi_0 1, sky130_fd_sc_hd__buf_6 1, sky130_fd_sc_hd__dfrtp_1 4
sky130_fd_sc_hd__a31oi_1 1
what timing repair did:
action / CTS / global route
gates resized: 7 / 1
pin swaps: 1 / 0
cloned: 0 / 0
endpoints found under the setup margin: 3 / 2
setup buffers: 3 / 4
final cells by class:
| type | count | area [µm²] |
|---|---|---|
| Sequential cell | 4 | 103 |
| Timing Repair Buffer | 16 | 134 |
| Multi-Input combinational cell | 23 | 178 |
| Fill cell | 388 | 2910 |
| Tap cell | 46 | 57.6 |
| Inverter | 3 | 11.3 |
| Clock buffer | 3 | 22.5 |
metrics by stage:
step	hold slack, ns	cell area, µm²	power, W
final	0.286	505	0.000590
after global placement	0.532	410	0.000380
after global routing	0.306	505	0.000634
after detailed placement	0.539	410	0.000383
after CTS	0.286	473	0.000561
after floorplan	0.106	289	0.000278
path summary, 6_finish.rpt:
path	start	endpoint	slack (ns)	cells past startpoint
worst min-delay path	reset	present_state[2]	0.29	2
min in group clk0	present_state[1]	present_state[0]	0.63	2
max in group asynchronous	reset	present_state[0]	1.25	2
worst max register to register	present_state[2]	present_state[3]	0.35	5
worst max-delay path	present_state[0]	y[2]	0.08	2
worst min register to register	present_state[1]	present_state[0]	0.63	2
report_power, final:
group | internal (W) | total, W | switching (W) | leakage [nW]
Sequential | 0.000123 | 0.000145 | 0.0000225 | 0.0463
Combinational | 0.000196 | 0.000329 | 0.000133 | 0.154
Clock | 0.0000789 | 0.000117 | 0.0000377 | 0.0138
layer usage:
metal / wire length, µm / part of all wire / up-vias / global-route usage
li1: - / - / 151 / -
met1: 341 / 0.43 / 150 / 0.0294
met2: 367 / 0.46 / 15 / 0.0353
met3: 69 / 0.086 / 2 / 0.0102
met4: 21 / 0.026 / 0 / 0.00880
met5: 0 / 0 / - / 0
Power is estimated from default activity; no workload was simulated.
